--- run.sh ---
#!/bin/bash
# OpenROAD 26Q1-2900-gdf79404cd8, Yosys 0.63+post, stock flow scripts
make -C /OpenROAD-flow-scripts/flow DESIGN_CONFIG=/design/flow/config.mk WORK_HOME=/design/flow/orfs finish
--- config.mk ---
export PLATFORM = sky130hd
export DESIGN_NAME = mefselectmaquina
export DESIGN_NICKNAME = mefselectmaquina
export VERILOG_FILES = /design/flow/design.v
export SDC_FILE = /design/flow/constraint.sdc
export NUM_CORES = 4
export LEC_CHECK = 1
export CORE_AREA = 10 10 70 70
export DIE_AREA = 0 0 80 80
--- constraint.sdc ---
current_design mefselectmaquina

set clk_period 1.7
set clk_io_pct 0.2

create_clock -name clk0 -period $clk_period [get_ports {clk}]

set non_clock_inputs [all_inputs -no_clocks]
set_input_delay [expr $clk_period * $clk_io_pct] -clock clk0 $non_clock_inputs
set_output_delay [expr $clk_period * $clk_io_pct] -clock clk0 [all_outputs]
--- design.v ---
module mefselectmaquina(x, y, clk,rst);
	input [0:2] x;
	input clk, rst;
	output [0:3] y;
	parameter [0:3] menu = 4'b0000, ms = 4'b0001, ml = 4'b0111,
						 s0 = 4'b0010, s1 = 4'b0011, s2 = 4'b0100, s3 = 4'b0101, 
						 l0 = 4'b1000, l1 = 4'b1001, l2 = 4'b1010, l3 = 4'b1011,
						 sc = 4'b0110, lc = 4'b1100;
	reg [0:3] state, nextstate;
	always @(posedge clk)
		if(rst == 0)begin 
			state <= menu;
		end
		else begin 
			state <= nextstate;
			end 
	always @(*)
		case(state)
			menu: if(x[0] == 0 & x[1] == 0) begin nextstate = ms; end
					else if(x[0] == 1 & x[1] == 0) begin nextstate = ml; end
					else begin nextstate = menu; end
			ms: if(x[1] == 0) begin nextstate = s0; end
				 else if(x[0] == 1 & x[1] == 1) begin nextstate = ml; end
				 else begin nextstate = ms; end
			s0: if(x[2] == 1) begin nextstate = s1; end
				 else begin nextstate = s0; end
			s1: if(x[2] == 1) begin nextstate = s2; end
				 else begin nextstate = s1; end
			s2: if(x[2] == 1) begin nextstate = s3; end
				 else begin nextstate = s2; end
			s3: if(x[2] == 1) begin nextstate = sc; end
				 else begin nextstate = s3; end
			sc: if(x[1] == 0) begin nextstate = menu; end
				 else begin nextstate = sc; end
			ml: if(x[1] == 0) begin nextstate = l0; end
				 else if(x[1] == 1 & x[0] == 0) begin nextstate = ms; end
				 else begin nextstate = ml; end 
			l0: if(x[2] == 1) begin nextstate = l1; end
				 else begin nextstate = l0; end
			l1: if(x[2] == 1) begin nextstate = l2; end
				 else begin nextstate = l1; end
			l2: if(x[2] == 1) begin nextstate = l3; end
				 else begin nextstate = l2; end
			l3: if(x[2] == 1) begin nextstate = lc; end
				 else begin nextstate = l3; end
			lc: if(x[1] == 0) begin nextstate = menu; end
				 else begin nextstate = lc; end
			default nextstate = menu;
		endcase
		assign y = state; 
endmodule 
==> job_summary.md <==
### Yosys + OpenROAD results

| Metric | Value |
|---|---|
| Status | `complete, no violations` |
| Clock Latency Late Sink | `0.23 ns` |
| Floorplan utilization | `9.85%` |
| CTS tree | `built` |
| Placer congestion estimate | `0.705` |
| Yosys cell count | `43` |
| Crit end category | `output port` |
| WHS | `0.690 ns` |
| Worst path cell trace | `clkdlybuf4s50_1` |
| Synthesized registers | `4` |
| Skew final | `0.00136 ns` |
| CTS Sinks | `4` |
| CP bufs+invs | `1` |
| Largest net degree at the start of global routing | `12` |
| Met2 wire len | `369 um` |
| Leak pwr | `0.167 nW` |
| Min Tclk post-route | `1.61 ns` |
| First-pass GRT wire length | `1510 um` |
| Post-DP HPWL | `710 um` |
| Max VDD drop | `0.303 mV` |
| IO Pins | `9` |
| Hold Buf Count CTS | `0` |
| Most numerous logic cell after layout | `clkdlybuf4s50_1` |
| DRT antenna net count | `0` |
| Initial drt markers | `39` |
| Top cells excl fill/tap | `8 x clkdlybuf4s50_1, 4 x nand2_1, 4 x buf_4, 4 x dfxtp_1` |
| Vias per Instance | `3.60` |
| Worst-case reg-to-reg path depth | `3` |
| # diodes | `0` |
| Synthesis warning total | `1` |
| GR Overflow Total | `0` |
| Critical path's largest stage delay | `0.54 ns` |
| Cell count after synthesis | `43` |
| GRT Overall Usage | `2.78%` |
| Worst Hold Class | `in -> reg` |
| Slew @ Worst Pin | `0.475 ns` |
| Critical path launch point type | `flip-flop` |
| FP Rows | `21` |
| WHS Path Cells | `2` |
| Critical path depth | `1` |
| WL met1 | `438 um` |
| Yosys stat area | `337 um2` |
| Post-cts sizing count | `0` |
| Setup violations, final | `0` |
| Routed WL | `893 um` |
| Root Buffer | `clkbuf_4` |
| Top reg by flops | `state` |
| RSZ-0062 raised after global routing | `false` |
| Slew headroom | `68.0%` |
| Die width | `80 um` |
| Num CTS Buffers | `3` |
| Post-place setup slack | `0.0718 ns` |
| Largest register FFs | `4` |
| P&R area growth vs syn | `47.2%` |
| Clock tree buffer depth | `2` |
| Max-cap viol count | `0` |
| Worst setup margin | `0.0891 ns` |
| CP Data Required Time | `1.36 ns` |
| Worst path slowest cell | `clkdlybuf4s50_1` |
| PortBufs | `8` |
| Number of global-route vias before repair | `333` |
| Max H-tree Level | `1` |
| Pwr dens | `1250 nW/um2` |
| Dominant cell area share | `23.8%` |
| Max Used Layer | `met3` |
| Via Count | `356` |
| Final hold violations | `0` |
| Worst Path Arrival | `1.27 ns` |
| DRC errors left | `0` |
| Postcts setup bufs | `0` |
| Cycle use final | `94.8%` |
| Regs by FF count | `state x4` |
| Reg clk slew, reported paths | `0.03 ns` |
| Crit Path Max Fanout | `8` |
| Met3 routed WL | `86 um` |
| First-pass DRT Iterations | `4` |
| Avg Cell Area, Syn | `7.83 um2` |
| Die H | `80 um` |
| Log Warnings | `25` |
| Sequential cell area fraction in the yosys report | `23.8%` |
| Largest cells by area after synthesis | `dfxtp_1 24%, xor2_1 7.8%, buf_2 5.9%` |
| CP Class | `reg -> out` |
| CP top delay family | `buffers and inverters` |
| Initial antenna violation count | `0` |
| Synth area leader | `dfxtp_1` |
| WL/cell | `9.02 um` |
| Slew Viols, Final | `0` |
| Layout cell share with drive strength beyond 1 | `18.9%` |
| Synth cell types | `22` |
| Core Area | `3420 um2` |
| Syn Std Cell Area | `337 um2` |
| DIE AREA | `6400 um2` |
| Post-Route Setup TNS | `0 ns` |
| Max frequency | `0.621 GHz` |
==> metal layers <==
metal  track usage (%)  vias up
met3              1.36        0
met4             0.528        0
met2              4.01       16
met1              3.65      159
met5                 0        -
li1                  -      181
==> layout make-up <==
cell class / count / area [um2]
sequential: 4 / 80.1
multi-input combinational: 31 / 214
clock buffer: 3 / 22.5
inverter: 3 / 11.3
fill: 398 / 2920
tap: 46 / 57.6
timing repair buffer: 12 / 110
==> Yosys cell counts (all sizes together) <==
master / count
a2bb2oi: 1
nor4: 1
xnor2: 1
o2111a: 1
nand4: 3
a41oi: 2
a31oi: 2
nor2: 3
nand2: 4
nor3b: 1
xor2: 3
o21ai: 3
o21a: 1
dfxtp: 4
buf: 5
o32a: 1
and3: 1
inv: 3
o2111ai: 1
a21o: 1
a21boi: 1
==> worst reg2reg max path, cell delays in order, from the launching register on <==
cell,delay (ns)
dfxtp_1,0.50
nor2_2,0.10
o21ai_0,0.42
a41oi_1,0.09
==> cells by family after synthesis <==
logic type | share of synthesized area, %
buf+inv | 12.6
simple gates | 21.6
flops | 23.8
compound gates | 31.6
xor+xnor | 10.4
==> where the power goes <==
group	internal, mW	switching [mW]	total, mW
Sequential	0.125	0.0381	0.163
Clock	0.0786	0.0340	0.113
Combinational	0.178	0.165	0.342
Total	0.381	0.237	0.618
==> final timing paths <==
path              startpoint  endpoint  slack (ns)
hold reg to reg     state[0]  state[1]        0.71
setup reg to reg    state[2]  state[2]        0.44
setup / recovery    state[2]      y[2]        0.09
hold / removal           rst  state[0]        0.69
==> through the flow <==
stage / cell area [um2] / util (%) / power, mW / cells
2_1_floorplan: 337 / - / 0.398 / 43
3_3_place_gp: 473 / 13.8 / 0.495 / 96
3_5_place_dp: 473 / 13.8 / 0.504 / 96
4_1_cts: 495 / 14.5 / 0.624 / 99
5_1_grt: 495 / 14.5 / 0.673 / 99
6_report: 495 / 14.5 / 0.618 / 99
No activity file was given, so power comes from the tool's default toggle rates.
