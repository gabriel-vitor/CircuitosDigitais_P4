===== /design/flow/design.v =====
module mefcedulas(x, y, clk, rst);
	input wire [0:3] x;
	input wire clk, rst;
	output wire [0:3] y;
	parameter [0:3] menu = 4'b0000,
						 num2 = 4'b0001, num4 = 4'b0010, num5 = 4'b0011, num6 = 4'b0100, num7 = 4'b0101, 
						 num8 = 4'b0110, num9 = 4'b0111, num10 = 4'b1000, num11 = 4'b1001, num12 = 4'b1010,
						 num13 = 4'b1011, num15 = 4'b1100, num17 = 4'b1101,
						 finalizado = 4'b1110, erro1 = 4'b1111;
	reg [0:3] state, nextstate;
	always @(posedge clk) begin
		if(rst == 0) state <= menu;
		else state <= nextstate;
	end
	always @(*) begin
		nextstate = 4'bxxxx;
		case(state)
			menu:
			begin
				if(x == 4'b1000) nextstate = num2;
				else if(x == 4'b1001) nextstate = num5;
				else if(x == 4'b1010) nextstate = num10;
				else if(x == 4'b1011) nextstate = erro1;
				else nextstate <= menu;
			end
			num2:
			begin
				if(x == 4'b1000) nextstate = num4;
				else if(x == 4'b1001) nextstate = num7;
				else if(x == 4'b1010) nextstate = num12;
				else if(x == 4'b1011) nextstate = erro1;
				else nextstate = num2;
			end
			num4:
			begin
				if(x == 4'b1000) nextstate = num6;
				else if(x == 4'b1001) nextstate = num9;
				else if(x[3] == 1'b0) nextstate = finalizado;
				else if(x == 4'b1011) nextstate = erro1;
				else if((x[3] == 1'b1) & (x[2] == 1'b1)) nextstate = num4;
			end
			num5:
			begin
				if(x == 4'b1000) nextstate = num7;
				else if(x == 4'b1001) nextstate = num10;
				else if(x == 4'b1010) nextstate = num15;
				else if(x == 4'b1011) nextstate = erro1;
				else if(x[3] == 1'b0) nextstate = num5;
				else nextstate = num5;
			end
			num6:
			begin
				if(x == 4'b1000) nextstate = num8;
				else if(x == 4'b1001) nextstate = num11;
				else if(x == 4'b1011) nextstate = erro1;
				else if(x[3] == 1'b0) nextstate = num6;
				else nextstate = num6;
			end	
			num7:
			begin
				if(x == 4'b1000) nextstate = num9;
				else if(x == 4'b1001) nextstate = num12;
				else if(x == 4'b1010) nextstate = num17;
				else if(x == 4'b1011) nextstate = erro1;
				else if(x[3] == 1'b0) nextstate = num7;
				else nextstate = num7;
			end
			num8:
			begin
				if(x == 4'b1000) nextstate = num10;
				else if(x == 4'b1001) nextstate = num13;
				else if(x == 4'b1011) nextstate = erro1;
				else if(x[3] == 1'b0) nextstate = num8;
				else nextstate = num8;
			end
			num9:
			begin
				if(x == 4'b1000) nextstate = num11;
				else if(x == 4'b1011) nextstate = erro1;
				else if(x[3] == 1'b0) nextstate = num9;
				else nextstate = num9;
			end
			num10:
			begin
				if(x == 4'b1000) nextstate = num12;
			   else if(x == 4'b1001) nextstate = num15;
				else if(x == 4'b1011) nextstate = erro1;
				else if(x[3] == 1'b0) nextstate = finalizado;
				else nextstate = num10;
			end
			num11:
			begin
				if(x == 4'b1000) nextstate = num13;
				else if(x == 4'b1011) nextstate = erro1;
				else nextstate = num11;
			end
			num12:
			begin
				if(x == 4'b1001) nextstate = num17;
				else if(x == 4'b1011) nextstate = erro1;
				else if(x[3] == 1'b0) nextstate = finalizado;
				else nextstate = num12;
			end
			num13:
			begin
				if(x == 4'b1000) nextstate = num15;
				else if(x == 4'b1011) nextstate = erro1;
				else nextstate = num13;
			end
			num15:
			begin
				if(x == 4'b1000) nextstate = num17;
				else if(x == 4'b1011) nextstate = erro1;
				else nextstate = num15;
			end
			num17:
			begin
				if(x[3] == 1'b0) nextstate = finalizado;
				else if(x == 4'b1011) nextstate = erro1;
				else nextstate = num17;
			end
			finalizado: nextstate = finalizado;
			erro1:
			begin
				if(x[3] == 1'b0) nextstate = menu; 
				else nextstate = erro1;
			end
			default: begin
				nextstate = erro1;
			end
		endcase
	end
	assign y = state;
endmodule	 

===== /design/flow/constraint.sdc =====
current_design mefcedulas

set clk_period 1.9
set clk_io_pct 0.2

create_clock -name clk0 -period $clk_period [get_ports {clk}]

set non_clock_inputs [all_inputs -no_clocks]
set_input_delay [expr $clk_period * $clk_io_pct] -clock clk0 $non_clock_inputs
set_output_delay [expr $clk_period * $clk_io_pct] -clock clk0 [all_outputs]

===== /design/flow/run.sh =====
#!/bin/bash
# OpenROAD 26Q1-2900-gdf79404cd8, Yosys 0.63+post, stock flow scripts
make -C /OpenROAD-flow-scripts/flow DESIGN_CONFIG=/design/flow/config.mk WORK_HOME=/design/flow/orfs finish

===== /design/flow/config.mk =====
export PLATFORM = sky130hd
export DESIGN_NAME = mefcedulas
export DESIGN_NICKNAME = mefcedulas
export VERILOG_FILES = /design/flow/design.v
export SDC_FILE = /design/flow/constraint.sdc
export NUM_CORES = 4
export LEC_CHECK = 1
export CORE_AREA = 10 10 78 78
export DIE_AREA = 0 0 88 88

==> run notes <==
Implementation results.

Entering global routing, the biggest net connects 20 pins. The cell depth of the worst hold path is 2. The post-DP HPWL is 1942 um. The delay of the slowest cell on the worst path is roughly 0.48 ns. The growth of design area from synthesis to finish is 38.65%. The worst hold path startpoint is state[0]. The area share of and/or/nand/nor cells after synthesis is 32.85%. The type of element capturing the critical path is a flip-flop. The setup path with the least slack is of type in -> reg.

After floorplanning, the core was divided into 24 placement rows. Internal power comes to approximately 0.00063 W. The leakage power of the design is approximately 0.41 nW. The number of violations of the max-capacitance limit is 0. Setup repair after global routing left no endpoint under its margin. In this run, the synthesized area fraction spent on AND-OR/OR-AND gates is recorded as around two fifths.

The initial antenna violation count is 0. Ranked by flip-flop count, first place goes to state. The die is 88 um wide. Looking at the max-slew report, the worst-margin pin has a slew of 0.3794 ns.

The post-CTS hold buffer count recorded in the log is 0. The clock power share is about 16%. Counting pins that exceed their max-slew limit in the final report gives 0. The number of setup violations in the final report is 0. The normalized max-slew margin is between 70% and 80%. The TritonCTS clock tree is yes. The share of the Yosys chip area taken by registers is between 10% and 20%. The worst flop-to-flop path startpoint is state[1]. In the Yosys stats the netlist draws on 39 distinct library cells. The critical path buffer and inverter count is 1. The path class of the tightest hold or removal check is reg -> reg. The sum of routed wire length over all layers is roughly 2500 um. The total length of routed met2 wires is around 1100 um.

The highest metal layer carrying signal wires in the routed design is met4. Wire segments on met3 add up to 113 um in the final route. The maximum count of clock buffers along a single path is 2. The initial core utilization is between 10% and 20%.

The first-pass GRT wire length is 4278 um. The number of standard cells in the final layout excluding fillers is between 150 and 200. The combined global-route utilization of all metal layers is 6.486%. In this run the remaining antenna-violating nets after routing total 0. The worst hold path terminates at state[1]. The number of global-route vias before repair is 900.

The TritonCTS buffer count is 3. The number of enable-type register cells in the synthesized netlist is 0. At the placement stage, the worst setup path has a slack of -0.2428 ns. The clock reaches the later pin of the worst-skew pair after 0.22 ns.

The die height is 88 um. The number of warning messages in the yosys log is 1. The analysis attributes to net switching a power of just over 0.0005 W. The routed design shows a wire length per standard cell of roughly 13 um. The core footprint is ~0.0044 sq mm. The remaining global-route overflow is 0. Grouping non-sequential cells by family puts the most area in AND-OR/OR-AND gates. The total number of H-tree levels is 1.

The run finished with clean final reports. The number of warnings in the stage logs is 25. Max fanout on the critical path was recorded as 4.

The largest registers in the layout are state (4). The global placement routability congestion is ~0.9. The detailed-routing wirelength on met1 is 1290 um. The worst hold-check slack is ~0.64 ns. In this run the VDD rail shows a maximum IR drop of just under 0.0004 V. The clock-pin transition on the worst setup and hold timing paths is ~0.030 ns. The critical path's slowest cell is clkdlybuf4s50_1. Per the timing report, the most critical flop-to-flop path finishes at state[1]. The fraction of synthesized area in multiplexers is between 2 and 3%. The signal on the critical path passes through clkdlybuf4s50_1, nand2b_2, nor2_4, o21ai_1, a222oi_1, a31oi_1.

The setup clock skew after layout is between 0.002 and 0.0025 ns. The ratio of cells with drive above 1 in the final layout is between 20 and 25%. The critical path data arrival time is between 1.5 and 2 ns.

The commonest register cell is dfxtp_1. The routed design shows a via density per instance of 5.096. The final route contains 1,004 vias. Summing every instance area after synthesis gives between 700 and 800 sq um. The worst setup slack after layout is approximately 0.081 ns. The number of detailed-routing iterations run before antenna repair is 4. The worst-case register-to-register setup slack is between 0.2 and 0.25 ns. The startpoint type of the worst setup path is an input port.

For this block, the initial DRC count from the detailed router was roughly 130. The share of flip-flops with an asynchronous set or reset is 0%. The CTS root buffer is clkbuf_8. The synth_stat.txt file lists the number of cells as between 100 and 150. Of the total power, registers draw between 15 and 20%. The xor/xnor cell area share of the yosys netlist is 0%. The area fraction in full adders, half adders and majority gates is 0%. Measured on the finished design, the core utilization comes to 24.40%. The top-level port count is 10. The number of input and output port buffers inserted is 9. The proportion of power drawn by combinational gates is about 70%.

The report puts the cell count of the worst reg-to-reg path at 6. The DRC violations left is 0. The final setup TNS is 0 ns. Counting endpoints that fail hold in the final report gives 0. The report lists the power per cell area as ~1100 mW/mm^2. The average cell area after synthesis is 6.317 sq um. The maximum operating frequency is around 550 MHz. The required time at the endpoint of the critical path is ~2.0 ns. The register bit count reported by yosys is 4. Net switching is 45.21% of the power. The cell family contributing the most delay on the critical path is AND-OR/OR-AND gates. The layout has slightly below 500 filler cells. The register with the most flip-flops in the layout has 4 of them. The gate count of the mapped netlist is approximately 120. The number of cells in the design after placement is approximately 190. CTS saw 4 sinks. The worst path uses a little over nine tenths of the clock period. For this run, the script counts the antenna cells in the layout as 0. The die footprint is 0.007744 sq mm. The worst path in the final design needs a cycle of roughly 1.8 ns, including I/O delays and setup. The synthesized chip area reported by yosys is just under 800 sq um.
-- cells by family after synthesis --
kind of cell           Yosys count
muxes                            2
AOI/OAI and AO/OA               49
DFF                              4
buffers and inverters           16
and+or+nand+nor                 52
-- synth_stat cells, drive strengths merged (3+ instances only) --
cell    count  share of area (%)
nor2       14                6.8
buf        12                 10
nand2      12                5.8
o21ai      12                7.7
a21oi      11                7.1
a31oi       5                4.0
nor2b       5                4.0
nor3        5                3.2
dfxtp       4                 10
nand2b      4                3.2
inv         3                1.4
-- cells in the final DEF (no fill, tap or decap), drive strengths merged, types with 2 or more instances in the layout --
| cell | count |
|---|---|
| dfxtp | 4 |
| clkbuf | 3 |
| o21ai | 12 |
| and2 | 2 |
| a21o | 2 |
| inv | 3 |
| o22ai | 2 |
| mux2i | 2 |
| a2111o | 2 |
| buf | 23 |
| o32ai | 2 |
| a31oi | 5 |
| nand2 | 12 |
| nand4 | 2 |
| nand2b | 4 |
| a21oi | 11 |
| clkdlybuf4s50 | 8 |
| nand3 | 2 |
| nor3 | 5 |
| or2 | 2 |
| a32oi | 2 |
| nor2 | 14 |
| nor2b | 5 |
-- cell type report --
class	count	area (sq um)	area share (%)
repair buffers	32	265.3	24.62
well taps	52	65.06	6.040
flip-flops and latches	4	81.33	7.549
inverters	3	11.26	1.045
clock buffers	3	41.29	3.833
multi-input cells	103	613.1	56.91
-- repair_timing --
item	CTS	global route
endpoints found under the hold margin	0	0
setup buffers	0	0
endpoints found under the setup margin	1	3
gates resized	1	7
pin swaps	0	1
-- per-stage QoR --
stage | power [W] | cell area [sq um]
6_report | 0.001145 | 1077
5_1_grt | 0.001250 | 1077
4_1_cts | 0.001135 | 1064
3_5_place_dp | 0.0009511 | 1020
3_3_place_gp | 0.0009555 | 1020
2_1_floorplan | 0.0007101 | 777.0
-- worst reg2reg max path: cells and delay by family (launching register included) --
| family | cells | cell delay, ns |
|---|---|---|
| compound gates | 2 | 0.54 |
| buf+inv | 1 | 0.24 |
| flops | 1 | 0.48 |
| simple gates | 3 | 0.27 |
-- worst max-delay path by stage --
stage	start	endpoint	slack (ns)	cells after the start
after CTS	state[0]	y[0]	0.03	1
after global routing	x[2]	state[3]	0.0007	7
final	x[2]	state[1]	0.08	6
-- layer usage --
layer / vias up / track usage (%)
met5: - / 0
met4: 0 / 0.8696
met3: 4 / 0.6548
met2: 31 / 9.722
met1: 466 / 9.906
li1: 503 / -
-- power by group through the flow --
stage         Clock [W]  Combinational, W  Sequential (W)
CTS            0.000181          0.000779        0.000175
global route   0.000186          0.000875        0.000189
finish         0.000177          0.000790        0.000177
No activity file was given, so power comes from the tool's default toggle rates.
