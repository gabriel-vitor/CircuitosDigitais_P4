File: flow/run.sh
#!/bin/bash
# OpenROAD 26Q1-2900-gdf79404cd8, Yosys 0.63+post, stock flow scripts
make -C /OpenROAD-flow-scripts/flow DESIGN_CONFIG=/design/flow/config.mk WORK_HOME=/design/flow/orfs finish
File: flow/config.mk
export PLATFORM = sky130hd
export DESIGN_NAME = mefselectlavagem
export DESIGN_NICKNAME = mefselectlavagem
export VERILOG_FILES = /design/flow/design.v
export SDC_FILE = /design/flow/constraint.sdc
export NUM_CORES = 4
export LEC_CHECK = 1
export CORE_AREA = 10 10 70 70
export DIE_AREA = 0 0 80 80
File: flow/constraint.sdc
current_design mefselectlavagem

set clk_period 1.9
set clk_io_pct 0.2

create_clock -name clk0 -period $clk_period [get_ports {clk}]

set non_clock_inputs [all_inputs -no_clocks]
set_input_delay [expr $clk_period * $clk_io_pct] -clock clk0 $non_clock_inputs
set_output_delay [expr $clk_period * $clk_io_pct] -clock clk0 [all_outputs]
File: flow/design.v
module mefselectlavagem(x, y, clk, rst);
	input [0:3] x;
	input clk, rst;
	output [0:2] y;
	parameter [0:2] menu = 3'b000,
						 secagem = 3'b001,
						 economica = 3'b010, normal = 3'b011, pesada = 3'b100,
						 erro1 = 3'b101, erro2 = 3'b110;
	reg [0:2] state, nextstate;
	always @(posedge clk)
		if(rst == 0) state <= menu;
		else state <= nextstate;
	always @(*)
		case(state)
			menu: 
				if(x[2] == 0 & x[1] == 0 & x[0] == 0) begin nextstate = menu; end
				else if(x[2] == 0 & x[1] == 0 & x[0] == 1) begin nextstate = secagem; end
				else if(x[2] == 0 & x[1] == 1 & x[0] == 0) begin nextstate = economica; end
				else if(x[2] == 0 & x[1] == 1 & x[0] == 1) begin nextstate = normal; end
				else if(x[2] == 1 & x[1] == 0 & x[0] == 0) begin nextstate = pesada; end
				else nextstate = erro1;
			secagem:
				if(x[3] == 1 & x[2] == 0 & x[1] == 0 & x[0] == 1) begin nextstate = secagem; end
				else if(x[3] == 1 & x[2] == 0 & x[1] == 0 & x[0] == 0) begin nextstate = menu; end
				else if(x[3] == 1 & x[2] == 0 & x[1] == 1 & x[0] == 0) begin nextstate = economica; end
				else if(x[3] == 1 & x[2] == 0 & x[1] == 1 & x[0] == 1) begin nextstate = normal; end
				else if(x[3] == 1 & x[2] == 1 & x[1] == 0 & x[0] == 0) begin nextstate = pesada; end
				else nextstate = erro2;
			economica:
				if(x[3] == 1 & x[2] == 0 & x[1] == 1 & x[0] == 0) begin  nextstate = economica; end
				else if(x[3] == 1 & x[2] == 0 & x[1] == 0 & x[0] == 0) begin nextstate = menu; end
				else if(x[3] == 1 & x[2] == 0 & x[1] == 0 & x[0] == 1) begin nextstate = secagem; end
				else if(x[3] == 1 & x[2] == 0 & x[1] == 1 & x[0] == 1) begin nextstate = normal; end
				else if(x[3] == 1 & x[2] == 1 & x[1] == 0 & x[0] == 0) begin nextstate = pesada; end
				else nextstate = erro2;
			normal:
				if(x[3] == 1 & x[2] == 0 & x[1] == 1 & x[0] == 1) begin nextstate = normal;end
				else if(x[3] == 1 & x[2] == 0 & x[1] == 0 & x[0] == 0) begin nextstate = menu; end
				else if(x[3] == 1 & x[2] == 0 & x[1] == 0 & x[0] == 1) begin nextstate = secagem; end
				else if(x[3] == 1 & x[2] == 0 & x[1] == 1 & x[0] == 0) begin nextstate = economica; end
				else if(x[3] == 1 & x[2] == 1 & x[1] == 0 & x[0] == 0) begin nextstate = pesada; end
				else nextstate = erro2;
			pesada:
				if(x[3] == 1 & x[2] == 1 & x[1] == 0 & x[0] == 0)begin  nextstate = pesada;end
				else if(x[3] == 1 & x[2] == 0 & x[1] == 0 & x[0] == 0) begin nextstate = menu; end
				else if(x[3] == 1 & x[2] == 0 & x[1] == 0 & x[0] == 1) begin nextstate = secagem; end
				else if(x[3] == 1 & x[2] == 0 & x[1] == 1 & x[0] == 0) begin nextstate = economica; end
				else if(x[3] == 1 & x[2] == 0 & x[1] == 1 & x[0] == 1) begin nextstate = normal; end
				else nextstate = erro2;
			erro1:
				if(x[3] == 1)begin  nextstate = erro1;end
				else nextstate = menu;
			erro2:
				if(x[3] == 1)begin  nextstate = erro2;end
				else nextstate = menu;
			default: nextstate = menu;
		endcase
	assign y = state;
endmodule	
==> design notes <==
The run finished with clean final reports. The first detailed-routing pass took 4 iterations. The via total after detailed routing was 269; the peak clock frequency supported by timing was 0.578 GHz. Each instance of the synthesized netlist takes up on average 7.55 um2. Max-slew check failures listed in the final report amount to 0. The run gives 0.128 nW for the static leakage. With the number of buffers inserted for hold repair after clock tree synthesis at 0, the switching share of power is 30.6%. With the total cell area at the placement stage at 355 um2, the number of vias per cell after detailed routing is 3.09. After routing the design area is 382 um2. Looking at the clock tree report, the root buffer type is clkbuf_4. The data arrival time of the critical path is 1.35 ns, and the worst-case clock skew is 0.00321 ns. The last timing report of the flow puts the setup violation total at 0. The first global-routing pass estimated 1.21 mm of wire.

The number of maximum-capacitance violations recorded for the run is 0. Looking at the setup timing report, the critical path kind is register to output port. The run gives 0 for the number of nets with antenna violations after detailed routing. The sequential-to-total area share from yosys stat was 24.9%. In the synthesized netlist the async set-or-reset flop fraction comes to 0%.

The register with the most flip-flops in the final layout is state. The internal portion of the total power is 0.000192 W. The run gives 1 for the buffer and inverter count on the worst path. Class of the tightest hold or removal check: register to register. Per the GRT congestion report, total overflow comes to 0. The die covers 6400 um2. Critical path startpoint category: a register. With the number of buffer cells added on primary ports at 8, the part of the total power dissipated in the clock network is 41.5%. For the TritonCTS buffer count, the log shows 3. Of all nets on the critical path, the largest fanout is 11. Subtracting the final worst setup slack from the clock period gives 1.73 ns. The run gives 271 for the number of global-route vias before repair. The biggest area contributor in the post-synthesis netlist is dfxtp_1. The slowest stage cell on the critical path is dfxtp_1. Number of failing hold endpoints at the final stage: 0. The number of standard cells reported by yosys was 32.

The period utilization was 91.0%; the final worst hold slack was 0.667 ns. The analysis attributes to net switching a power of 0.0000846 W. With the combinational fraction of design power at 23.9%, the power density over cell area is 725 nW/um2. The run gives 11.2% as the final core area utilization. Clock tree synthesis found a total of 3 sinks. With the DRC marker count from the first detailed-route iteration at 9, the post-synthesis instance total is 32. Setup repair after global routing left no endpoint under its margin.

TritonCTS built the clock tree. The number of antenna violations at the first check in global routing was 0; the number of buffers on the longest clock path was 2. Summed over its instances, the top area cell type makes up 24.9% of the synthesized netlist area.

The tally of unique sky130hd cells used after synthesis was 18. The tools report the nature of the critical path endpoint as an output port. With the number of enable-type register cells in the synthesized netlist at 0, the flip-flop count of the largest register, all copies and words added is 3. Across every metal layer, demand over resource in global routing totals 2.31%. Measured against its own limit, the worst slew margin works out to 72.7%. The predominant post-synthesis flop cell was dfxtp_1.

The share of layout cells above drive strength 1 was 9.76%; the count of inserted antenna diode cells was 0. After legalization and detailed placement, the total HPWL measured 536 um. The last weighted congestion value of the routability-driven placer was 0.645; the area growth from synthesis to layout was 58.0%.

Clock transition at the registers of the reported paths: 0.04 ns. By count the netlist is led by nand2_1, nand3_1, a21oi_1, dfxtp_1, inv_1. Post-CTS repair ended up resizing 0 cells.

The pin count of the biggest net entering global routing was 12. Die width: 80 um. The tools report the sequential cell fraction of total power as 34.5%. The run gives 0 for the DRC violation count after routing.

At the later pin of the worst-skew pair, clock insertion delay measures 0.24 ns. Dominant delay contributor by cell family on the critical path: flip-flops. Yosys reports a chip area of 241 um2. The run gives 1 as the count of synthesis-stage warnings from yosys. The worst supply voltage drop on vdd was 0.385 mV; the routed length per placed instance was 7.83 um. In the post-synthesis netlist, the biggest area contributors are dfxtp_1, a2111oi_4, nand3_1, a21oi_1, nand2_1. The maximum single-stage delay on the critical path was 0.56 ns; the count of boundary I/O pins was 9. The placeable core area is 3420 um2.

Number of standard-cell rows in the floorplan: 21. After synthesis the cells add up to 241 um2. The slew at the pin closest to its max-slew limit was 0.410 ns. With the routed wire length at 681 um, the initial core utilization is 7.07%. The run gives 0 ns as the total negative setup slack. With the total number of H-tree levels at 1, the number of buffers inserted to repair setup after CTS is 0.

The run gives 3 for the number of synthesized register bits. The largest registers in the layout are state: 3 flops. The critical path endpoint has a required time of 1.52 ns. For reference, the critical path cell chain is clkdlybuf4s50_1.

The die is 80 um tall. The run gives 25 for the tally of OpenROAD warnings.
## power by group through the flow
stage	logic (W)	registers, W	clock network, W
CTS	0.0000677	0.0000955	0.000120
global route	0.0000747	0.0000980	0.000132
finish	0.0000662	0.0000956	0.000115
## layer usage
layer / GRT usage (%) / up-vias / part of all wire [%]
li1: - / 135 / -
met1: 2.38 / 123 / 41
met2: 3.69 / 11 / 48
met3: 1.70 / 0 / 10
met4: 0.528 / 0 / 0
met5: 0 / - / 0
## final timing paths
check,start,end,slack (ns),cells past startpoint
max,state[0],y[0],0.17,1
min,state[1],state[1],0.67,2
max reg2reg,state[0],state[2],0.66,4
min reg2reg,state[1],state[1],0.67,2
## kinds of logic after synthesis
kind of cell | share of synthesized area, %
flops | 24.9
buf+inv | 14.5
simple gates | 25.9
compound gates | 34.7
## per-stage QoR
step           instances  total power, W  setup WS (ns)
2_1_floorplan         32        0.000134          0.914
3_3_place_gp          83        0.000161          0.408
3_5_place_dp          83        0.000164          0.385
4_1_cts               87        0.000283          0.157
5_1_grt               87        0.000304         0.0860
6_report              87        0.000277          0.171
## tightest hold or removal path: stages, from the launching register on
cell and delay (ns):
dfxtp_1 0.41, nand4b_1 0.15, a21oi_1 0.06
## layout make-up
class	instances	area, um2
clock buffer	4	26.3
multi-input combinational	23	146
timing repair buffer	8	80.1
fill	412	3030
inverter	3	11.3
tap	46	57.6
sequential	3	60.1
## layout by cell type (no fill, tap or decap)
cell type	count
clkdlybuf4s50_1	8
o211ai_1	1
nor2_1	2
nand2_1	4
inv_1	3
nor3_1	1
nand4b_1	1
clkbuf_1	1
a2111oi_4	1
o21ai_0	1
o21ai_1	2
o31a_1	1
o211a_1	1
a21oi_1	3
nand3_1	4
dfxtp_1	3
clkbuf_4	3
nor4_1	1
No activity file was given, so power comes from the tool's default toggle rates.
